--- flow/config.mk ---
export PLATFORM = sky130hd
export DESIGN_NAME = background
export DESIGN_NICKNAME = background
export VERILOG_FILES = /design/flow/design.v
export SDC_FILE = /design/flow/constraint.sdc
export NUM_CORES = 4
export LEC_CHECK = 1
export CORE_UTILIZATION = 30
--- flow/design.v ---
module background(input jump, input clk, input reset, input [9:0] x, input [9:0] y,
	output [9:0] red, output [9:0] green, output [9:0] blue, output [0:6] HEX0, output [0:6] HEX1);
reg [2:0] idx;
reg [25:0] sclk;
reg [25:0] sclkk;
reg [25:0] sclkkk;
reg [25:0] sclkkkk;
reg tree1_clk = 1;
reg tree2_clk = 1;
reg tree3_clk = 1;
reg hit = 0;
reg disappear1;
reg disappear2;
reg disappear3;
wire [9:0] tree1_height_bin;
wire [9:0] tree2_height_bin;
wire [9:0] tree3_height_bin;
integer tree1_height;
integer tree2_height;
integer tree3_height;
integer tree1_x_left;
integer tree1_x_right;
integer tree2_x_left;
integer tree2_x_right;
integer tree3_x_left;
integer tree3_x_right;
integer banana1_left;
integer	banana1_right;
integer	banana1_top;
integer banana1_bottom;
integer banana2_left;
integer banana2_right;
integer banana2_top;
integer banana2_bottom;
integer banana3_left;
integer banana3_right;
integer banana3_top;
integer banana3_bottom;
integer monkey;
integer monkey_x;
reg [3:0] scoreFirst;
reg [3:0] scoreSecond;
initial begin
	tree1_x_left = 120;
	tree1_x_right = 200;
	tree2_x_left = 330;
	tree2_x_right = 410;
	tree3_x_left = 544;
	tree3_x_right = 628;
	tree1_height = 400;
	tree2_height = 300;
	tree3_height = 100;
	monkey = 85;
	monkey_x = 305;
	disappear1 = 0;
	disappear2 = 0;
	disappear3 = 0;
	end
always @(posedge clk)
	begin
		sclk = sclk + 1;
		if (sclk == 26'h7A120)
			begin
				sclk = 0;
				if (tree1_x_left <= 0) 
					begin 
					tree1_clk = 1;
					tree1_x_left = 640;
					end
				else if (tree1_x_right <= 0) 
					begin
					tree1_clk = 0;
					tree1_x_right = 640;
					end
				else begin
					tree1_clk = 0;
					tree1_x_left = tree1_x_left - 1;
					tree1_x_right = tree1_x_right - 1; end
	end end
	random1 tree1 (tree1_clk, tree1_height_bin);
	always @(posedge clk)
	begin
		sclkk = sclkk + 1;
		if (sclkk == 26'h7A120)
			begin
				sclkk = 0;
				if (tree2_x_left <= 0) begin 
					tree2_x_left = 640;
					tree2_clk = 1; end
				else if (tree2_x_right <= 0) begin
					tree2_x_right = 640;
					tree2_clk = 0; end
				else begin
					tree2_x_left = tree2_x_left - 1;
					tree2_x_right = tree2_x_right - 1; 
					tree2_clk = 0; end
	end end
	random2 tree2 (tree2_clk, tree2_height_bin);
	always @(posedge clk)
	begin
		sclkkk = sclkkk + 1;
		if (sclkkk == 26'h7A120)
			begin
				sclkkk = 0;
				if (tree3_x_left <= 0) begin
					tree3_x_left = 640;
					tree3_clk = 1; end
				else if (tree3_x_right <= 0) begin
					tree3_x_right = 640;
					tree3_clk = 0; end
				else begin
					tree3_x_left = tree3_x_left - 1;
					tree3_x_right = tree3_x_right - 1; 
					tree3_clk = 0; end
	end end
	random3 tree3 (tree3_clk, tree3_height_bin);
	always begin
		tree1_height <= tree1_height_bin;
		tree2_height <= tree2_height_bin;
		tree3_height <= tree3_height_bin; end
	always @(posedge clk) begin
		sclkkkk = sclkkkk + 1;
			if (sclkkkk == 26'h2DC6C0)
				begin
				sclkkkk = 0;
				if (!jump && !hit)
					monkey = monkey - 10;
				else if (!reset) begin
					monkey = 85;
					hit <= 0;
					scoreFirst <= 0; 
					scoreSecond <= 0;
					monkey_x = 305; end
				else if (monkey - 30 <= 50) begin
					monkey = 80;
					hit <= 1; end
				else if (monkey >= 400) begin
					monkey = 400;
					hit <= 1; end
				else if (tree1_x_left <= monkey_x && tree1_x_right >= monkey_x + 30 && tree1_height <= monkey) begin
					monkey = monkey;
					monkey_x = tree1_x_left -30;
					hit <= 1; end
				else if (tree2_x_left <= monkey_x && tree2_x_right >= monkey_x + 30 && tree2_height <= monkey) begin
					monkey = monkey;
					monkey_x = tree2_x_left -30;
					hit <= 1; end
				else if (tree3_x_left <= monkey_x && tree3_x_right >= monkey_x + 30 && tree3_height <= monkey) begin
					monkey = monkey;
					monkey_x = tree3_x_left -30;
					hit <= 1; end
				else
					monkey = monkey + 5;
				if (tree1_x_right > 5)
					if (!hit && banana1_left <= monkey_x && banana1_right >= monkey_x + 30 && monkey >= banana1_top && !disappear1) begin
						disappear1 = 1;
						scoreFirst <= scoreFirst + 1'b1;
						if (scoreFirst == 4'b1010) begin
							scoreSecond <= scoreSecond + 1'b1;
							scoreFirst <= 0; end end
				if (tree1_x_right < 5)
					disappear1 = 0;
				if (tree2_x_right > 5 )
					if ( !hit && banana2_left <= monkey_x && banana2_right >= monkey_x + 30 && monkey >= banana2_top && !disappear2) begin
						disappear2 = 1;
						scoreFirst <= scoreFirst + 1'b1;
						if (scoreFirst == 4'b1010) begin
							scoreSecond <= scoreSecond + 1'b1;
							scoreFirst <= 0; end end
				if (tree2_x_right < 5)
					disappear2 = 0;
				if (tree3_x_right > 5)
					if (!hit &&  banana3_left <= monkey_x && banana3_right >= monkey_x + 30 && monkey >= banana3_top && !disappear3) begin
						disappear3 = 1;
						scoreFirst <= scoreFirst + 1'b1;
						if (scoreFirst == 4'b1010) begin
							scoreSecond <= scoreSecond + 1'b1;
							scoreFirst <= 0; end end
				if (tree3_x_right < 5)
					disappear3 = 0;
				end
		end	
	BCD DisplayScoreFirst(scoreFirst, HEX0);
	BCD DisplayScoreSecond(scoreSecond, HEX1);
	always begin
		banana1_left = tree1_x_left + 20;
		banana1_right = tree1_x_right - 20;
		banana1_bottom = tree1_height - 30;
		banana1_top = tree1_height - 60;
		banana2_left = tree2_x_left + 20;
		banana2_right = tree2_x_right - 20;
		banana2_bottom = tree2_height - 30;
		banana2_top = tree2_height - 60;
		banana3_left = tree3_x_left + 20;
		banana3_right = tree3_x_right - 20;
		banana3_bottom = tree3_height - 30;
		banana3_top = tree3_height - 60;
	end
	always @(x && y)
	begin
		if (x >= 0 && x <= 640 && y >= 0 & y <= 480) idx <= 3'd6;  
		if (x >= 0 && x <= 640 && y >= 400 && y <= 480) idx <= 3'd2;  
		if (x >= 0 && x <= 640 && y >= 0 && y <= 50) idx <= 3'd4;  
		else if (x >= monkey_x && x <= monkey_x + 30 && y >= monkey -30 && y <= monkey ) idx <= 3'd5;  
		else if (x >= banana1_left && x <= banana1_right && y <= banana1_bottom && y >= banana1_top)
			if (disappear1) idx <= 3'd6;
			else idx <= 3'd3;
		else if (x >= tree1_x_left && x <= tree1_x_right && y >= tree1_height && y <= 400) idx <= 3'd0;  
		else if (x >= banana2_left && x <= banana2_right && y <= banana2_bottom && y >= banana2_top)
			if (disappear2) idx <= 3'd6;
			else idx <= 3'd3;
	   else if (x >= tree2_x_left && x <= tree2_x_right && y >= tree2_height && y <= 400) idx <= 3'd0;  
		else if (x >= banana3_left && x <= banana3_right && y <= banana3_bottom && y >= banana3_top)
			if (disappear3) idx <= 3'd6;
			else idx <= 3'd3;
		else if (x >= tree3_x_left && x <= tree3_x_right && y >= tree3_height && y <= 400) idx <= 3'd0;  
		if (hit) begin 
			if (x >= 30 && x <= 610 && y >= 50 && y <= 450) idx <= 3'd0;
			if (x >= 130 && x <=510 && y <= 400 && y >= 100) begin
				idx <= 3'd7; 
				if (x >= 130 && x <= 170 && y <= 350 && y >= 100) idx <= 3'd0;
				if (x >= 240 && x <= 410 && y >= 200 && y <= 250) idx <= 3'd0;
				if (x >= 290 && x <= 337 && y >= 150 && y <= 350) idx <= 3'd0;
				if (x >= 460 && x <= 560 && y <= 350 && y >= 100) idx <= 3'd0; end
			end
	end
assign red = (idx[0]? 10'h3ff: 10'h000);
assign green = (idx[1]? 10'h3ff: 10'h000);
assign blue = (idx[2]? 10'h3ff: 10'h000);
endmodule
module random1(ccc, height);
  input ccc;
  output reg [9:0] height;
  reg [0:3] fib = 4'b1111;
  always @ ( posedge ccc )
    fib <= {fib[3]^fib[2], fib[0:2]};
  always begin
    case (fib)
      0 : height <= 10'b0100101100;
      1 : height <= 10'b0011011100;
      2 : height <= 10'b0010101010;
      3 : height <= 10'b0100100010;
      4 : height <= 10'b0011111010;
      5 : height <= 10'b0010110100;
      6 : height <= 10'b0110000110;
      7 : height <= 10'b0101010100;
      8 : height <= 10'b0100110001;
      9 : height <= 10'b0010010110;
      10 : height <= 10'b0110010000;
      11 : height <= 10'b0011011110;
      12 : height <= 10'b0101001101;
      13 : height <= 10'b0010100110;
      14 : height <= 10'b0100010100;
      15 : height <= 10'b0011000111;
    endcase
  end
endmodule
module random2(ccc, height);
  input ccc;
  output reg [9:0] height;
  reg [0:3] fib = 4'b1111;
  always @ ( posedge ccc )
    fib <= {fib[3]^fib[2], fib[0:2]};
  always begin
    case (fib)
      0 : height <= 10'b0011000111;
      1 : height <= 10'b0011011110;
      2 : height <= 10'b0010101010;
      3 : height <= 10'b0011111010;
      4 : height <= 10'b0010010110;
      5 : height <= 10'b0110010000;
      6 : height <= 10'b0100110001;
      7 : height <= 10'b0010100110;
      8 : height <= 10'b0010110100;
      9 : height <= 10'b0101010100;
      10 : height <= 10'b0100100010;
      11 : height <= 10'b0100101100;
      12 : height <= 10'b0110000110;
      13 : height <= 10'b0011011100;
      14 : height <= 10'b0100010100;
      15 : height <= 10'b0101001101;
    endcase
  end
endmodule
module random3(ccc, height);
  input ccc;
  output reg [9:0] height;
  reg [0:3] fib = 4'b1111;
  always @ ( posedge ccc )
    fib <= {fib[3]^fib[2], fib[0:2]};
  always begin
    case (fib)
      0 : height <= 10'b0010111111;
      1 : height <= 10'b0110010000;
      2 : height <= 10'b0100010001;
      3 : height <= 10'b0011110100;
      4 : height <= 10'b0110000110;
      5 : height <= 10'b0101000000;
      6 : height <= 10'b0010110010;
      7 : height <= 10'b0010100110;
      8 : height <= 10'b0010110100;
      9 : height <= 10'b0011001000;
      10 : height <= 10'b0100100010;
      11 : height <= 10'b0110000110;
      12 : height <= 10'b0011011110;
      13 : height <= 10'b0100100100;
      14 : height <= 10'b0100110111;
      15 : height <= 10'b0101010100;
    endcase
  end
endmodule
module BCD(m, Display0);
	input [3:0] m;
	output [0:6] Display0;
	assign Display0 [0:6] = (m[3:0] == 4'b0000) ? 7'b0000001:  
									(m[3:0] == 4'b0001) ? 7'b1001111:  
									(m[3:0] == 4'b0010) ? 7'b0010010:  
									(m[3:0] == 4'b0011) ? 7'b0000110:  
									(m[3:0] == 4'b0100) ? 7'b1001100:  
									(m[3:0] == 4'b0101) ? 7'b0100100:  
									(m[3:0] == 4'b0110) ? 7'b0100000:  
									(m[3:0] == 4'b0111) ? 7'b0001111:  
									(m[3:0] == 4'b1000) ? 7'b0000000: 7'b0000100;  
endmodule
--- flow/run.sh ---
#!/bin/bash
# OpenROAD 26Q1-2900-gdf79404cd8, Yosys 0.63+post, stock flow scripts
make -C /OpenROAD-flow-scripts/flow DESIGN_CONFIG=/design/flow/config.mk WORK_HOME=/design/flow/orfs finish
--- flow/constraint.sdc ---
current_design background

set clk_period 25.1
set clk_io_pct 0.2

create_clock -name clk0 -period $clk_period [get_ports {clk}]

set non_clock_inputs [all_inputs -no_clocks]
set_input_delay [expr $clk_period * $clk_io_pct] -clock clk0 $non_clock_inputs
set_output_delay [expr $clk_period * $clk_io_pct] -clock clk0 [all_outputs]
==> impl_metrics.tcl <==
# flow metrics
set metrics [dict create \
    fmax_mhz 78.8 \
    status "complete, no violations" \
    crit_required_ns 25.52 \
    top_area_frac 0.215 \
    relSlewSlack 0.295 \
    cp_slowest_cell "edfxtp_1" \
    r2r_cells 43 \
    synthesis.area_um2 45900 \
    dieArea_um2 155000 \
    antenna_left 0 \
    tns_ns 0 \
    yosys_area_um2 45900 \
    worstReg2RegStart "monkey_x[1]" \
    worstHoldStart "sclkk[25]" \
    critical_path_class "reg2reg" \
    wl_mm 181 \
    std_cell_rows 143 \
    tightest_slew_ns 1.06 \
    drt_iter0_drc 3542 \
    drive_gt1_frac 0.0523 \
    fin_skew_ns 0.0691 \
    vias 42183 \
    drtPass1Iterations 5 \
    root_buffer "clkbuf_16" \
    peakVddDrop_v 0.0000459 \
    ys_cells 5572 \
    top_area_cell "ha_1" \
    untimed_endpoints 45 \
    top_cells_by_area "ha_1 (22%), edfxtp_1 (18%), xnor2_1 (8.0%)" \
    synthArstFlopShare 0 \
    leakage_nw 21.4 \
    fillCellCount 15542 \
    place_hpwl_mm 146 \
    wl_per_cell_um 23.6 \
    critPathCaptureType "flop" \
    clk_pin_slew_ns 0.06 \
    r2r-end "scoreSecond[1]" \
    cts.repair.resized 0 \
    hold_end "sclkk[25]" \
    top_cell "ha_1" \
    worstSkewPairLatency_ns 0.68 \
    die_w_um 393 \
    area_growth_pct 10.9 \
    regArea_um2 10500 \
    drc_errors 0 \
    path_common_cell "nand3_1" \
    unclocked_pins 15 \
    hold_class "reg2reg" \
    max_cap_violations 0 \
    ys_ff 390 \
    warnings 71 \
    grt_usage 0.238 \
    num_io_pins 67 \
    cts_made_buffers 50 \
    stdcell_count 7673 \
    overflow 0 \
    yosysWarnings 7 \
    finalHoldViolCount 0 \
    power.density_nw_per_um2 30.1 \
    cts_hold_buf 0 \
    clockBufferDepth 3 \
    fin_area_um2 50900 \
    synth.distinct_cells 106 \
    crit_path_start_kind "flop" \
    cpPeakStageDelay_ns 0.72 \
    hold_slack_ns 0.441 \
    path_max_fanout 11 \
    core_util_floorplan 0.302 \
    r2r_slack_ns 12.40 \
    cts_tree "yes" \
    mi_logic_area_um2 33400 \
    antenna_found_initial 11 \
    grt_max_degree 52 \
    die_h_um 393 \
    synth.cells.most_frequent "ha_1 (790), nor2_1 (564), xnor2_1 (420)" \
    port_buffers 66 \
    first_global_vias 39143 \
    syn_inst 5572 \
    coreArea_um2 152000 \
    hold_depth 1 \
    grt_pass1_wl_mm 265 \
    drv_slew 0 \
    min_period_ns 12.70 \
    gp_congestion 1.07 \
    via_per_inst 5.50 \
    cts_max_level 2 \
    final_core_util 0.335 \
    synth_area_per_cell_um2 8.24 \
    post-place-cells 7577 \
    edf_count 271 \
    arrival_ns 13.12 \
    dpl-instance-area_um2 49200 \
    rsz0062_at_grt "no" \
    synthFlopType "edfxtp_1" \
    postCtsSetupBuffers 0 \
    setup_viol_count_final 0 \
    fin_crit_sh 0.506 \
]
==> cells in the final DEF (no fill, tap or decap), types with 194 or more instances in the layout <==
cell type / synthesis / routed
ha_1: 790 / 790
nor3_1: 215 / 214
inv_1: 281 / 281
o21ai_0: 227 / 227
xor2_1: 202 / 202
xnor2_1: 420 / 420
nor2_1: 564 / 559
a21oi_1: 303 / 301
nand2_1: 414 / 414
edfxtp_1: 271 / 271
nand3_1: 194 / 194
==> per-stage QoR <==
stage	setup slack, ns	total power, mW
after CTS	12.47	1.55
after floorplan	14.19	0.722
after detailed placement	11.87	0.770
after global placement	11.99	0.769
final	12.40	1.53
after global routing	11.52	1.59
==> layout make-up <==
class | instances | share of cell area
Inverter | 283 | 0.0209
Clock inverter | 31 | 0.00565
Multi-Input combinational cell | 4675 | 0.656
Antenna cell | 3 | 0.000147
Tap cell | 2030 | 0.0499
Timing Repair Buffer | 199 | 0.0326
Sequential cell | 390 | 0.206
Clock buffer | 62 | 0.0285
==> cells by family (layout without fill, tap and decap cells) <==
group                    count (synthesis)  count (layout)  share of synthesized area
latches                                  3               3                   0.000981
adder cells (fa/ha/maj)                790             790                      0.215
XOR/XNOR                               624             624                      0.120
AND/OR/NAND/NOR                       2194            2194                      0.241
buffers and inverters                  508             575                     0.0451
AND-OR/OR-AND                         1035            1035                      0.144
other                                    1               5                  0.0000817
flip-flops                             387             387                      0.228
multiplexers                            30              30                    0.00692
==> worst max-delay path, delay by kind of cell, from the launching register on <==
| family | cells | cell delay, ns |
|---|---|---|
| mux | 1 | 0.33 |
| simple gates | 25 | 6.24 |
| flops | 1 | 0.72 |
| fa+ha+maj | 4 | 1.29 |
| compound gates | 10 | 2.24 |
| xor+xnor | 2 | 1.21 |
| buf+inv | 1 | 0.40 |
==> per-layer routing <==
layer | share of wire | up-vias | global-route usage
li1 | - | 20379 | -
met1 | 0.44 | 19916 | 0.339
met2 | 0.43 | 1530 | 0.355
met3 | 0.086 | 340 | 0.0571
met4 | 0.044 | 18 | 0.0813
met5 | 0.00068 | - | 0
==> how the worst max path moves through the flow <==
stage	from	slack [ns]	depth (start not counted)	end
4_1_cts	monkey_x[1]	12.47	43	scoreSecond[1]
5_1_grt	monkey_x[1]	11.52	43	scoreSecond[1]
6_report	monkey_x[1]	12.40	43	scoreSecond[1]
==> state kept, by name (all words and copies together), names as in the netlist, 3 cells and up <==
signal,count
tree3.fib,4
tree3_x_left,32
tree3_x_right,32
scoreFirst,4
sclkk,26
tree1_x_right,32
tree2_x_left,32
tree1_x_left,32
scoreSecond,4
sclkkk,26
tree1.fib,4
idx,3
monkey_x,32
monkey,32
sclkkkk,26
sclk,26
tree2.fib,4
tree2_x_right,32
==> power breakdown <==
group	total (mW)	internal (mW)	switching (mW)
Sequential	0.658	0.657	0.00108
Combinational	0.101	0.0371	0.0643
Clock	0.774	0.454	0.320
Total	1.53	1.15	0.386
Power is estimated from default activity; no workload was simulated.
