==> flow/design.v <==
module	Reset_Delay(iCLK,oRESET);
input		iCLK;
output reg	oRESET;
reg	[19:0]	Cont;
always@(posedge iCLK)
begin
	if(Cont!=20'hFFFFF)
	begin
		Cont	<=	Cont+1'b1;
		oRESET	<=	1'b0;
	end
	else
	oRESET	<=	1'b1;
end
endmodule
==> flow/run.sh <==
#!/bin/bash
# OpenROAD 26Q1-2900-gdf79404cd8, Yosys 0.63+post, stock flow scripts
make -C /OpenROAD-flow-scripts/flow DESIGN_CONFIG=/design/flow/config.mk WORK_HOME=/design/flow/orfs finish
==> flow/config.mk <==
export PLATFORM = sky130hd
export DESIGN_NAME = Reset_Delay
export DESIGN_NICKNAME = Reset_Delay
export VERILOG_FILES = /design/flow/design.v
export SDC_FILE = /design/flow/constraint.sdc
export NUM_CORES = 4
export LEC_CHECK = 1
export CORE_AREA = 10 10 112 112
export DIE_AREA = 0 0 122 122
==> flow/constraint.sdc <==
current_design Reset_Delay

set clk_period 6.3
set clk_io_pct 0.2

create_clock -name clk0 -period $clk_period [get_ports {iCLK}]

set non_clock_inputs [all_inputs -no_clocks]
set_input_delay [expr $clk_period * $clk_io_pct] -clock clk0 $non_clock_inputs
set_output_delay [expr $clk_period * $clk_io_pct] -clock clk0 [all_outputs]
==> impl_metrics.py <==
# Flow results
metrics = {
    "status": {
        "status": "finished clean",
    },
    "critical_path": {
        "path_class": "reg -> out",
        "rrSetupSlack_ns": 4.22,
        "cp_max_fo": 1,
        "crit_family": "buffers and inverters",
        "worst_path_max_delay_cell": "clkdlybuf4s50_1",
        "setup.worst_path.start_class": "flop",
        "crit_required_ns": 5.04,
        "max_stage_delay_ns": 0.45,
        "rr_worst_depth": 5,
        "cp.buffers_inverters": 1,
        "endpoint_kind": "primary output",
        "cp.depth": 1,
        "arrival_ns": 1.01,
        "crit_path_cell_trace": "clkdlybuf4s50_1",
    },
    "final_timing": {
        "worst_slew_pin_slew_ns": 0.768,
        "slew_violations": 0,
        "finalHoldViolCount": 0,
        "setup_violations": 0,
        "hold_ws_ns": 0.571,
        "min_period_over_period_pct": 36.1,
        "clock_skew_ns": 0.00377,
        "fin_tns_setup_ns": 0,
        "period_needed_ns": 2.27,
        "slew_headroom_pct": 48.8,
        "rsz0062_at_grt": "false",
        "max_freq_mhz": 440,
    },
    "worst_hold_path": {
        "min_path_cells": 1,
        "holdCritPathClass": "reg -> reg",
    },
    "routing": {
        "wl_per_cell_um": 6.01,
        "drt_first_pass_iters": 3,
        "drcViolationCount": 0,
        "diodes": 0,
        "drtAntennaViolNets": 0,
        "first_iter_violations": 22,
        "vias": 539,
        "routed_wl_um": 1310,
        "via_per_inst": 2.48,
    },
    "clock_network": {
        "clkLatencyLatePin_ns": 0.25,
        "holdBufCountCts": 0,
        "cts_buffers": 3,
        "root_buffer": "clkbuf_8",
        "post_cts_resized": 0,
        "path_clk_slew_ns": 0.07,
        "cts.htree.levels": 1,
        "cts.sinks": 21,
        "cts_tree": "built",
        "cts_buffer_depth": 2,
        "cts_setup_buffers": 0,
    },
    "global_routing": {
        "grt_pass1_wl_um": 2290,
        "antenna_found_initial": 0,
        "gr-total-overflow": 0,
        "grt.total_usage_pct": 1.76,
        "grt_max_degree": 21,
        "grt_pass1_vias": 538,
    },
    "pwr": {
        "powerDensity_nw_per_um2": 189,
        "combPwrFrac_pct": 0,
        "p_leak_nw": 0.389,
        "total_power_uw": 233,
        "internal_power_uw": 195,
        "power_switching_uw": 38.3,
        "irDropWorstVdd_uv": 70.4,
        "seq_power_share_pct": 64.4,
        "switching_share_pct": 16.4,
        "clockPowerShare_pct": 35.6,
    },
    "logic_synthesis": {
        "synthTopCellsByArea": "edfxtp_1 59%, xnor2_1 11%, xor2_1 4.3%",
        "yosys.area.top_type": "edfxtp_1",
        "ys_warn_count": 1,
        "synthCells": 76,
        "yosysChipArea_um2": 1010,
        "synth.top_cell.area_share_pct": 59.5,
        "synth.distinct_cells": 17,
        "ys_seq_share_pct": 61.5,
        "syn_area_um2": 1010,
        "syn_area_per_cell_um2": 13.3,
        "numSynthFlops": 21,
        "ys_cells": 76,
    },
    "cells_and_area": {
        "drive_gt1_share_pct": 9.88,
        "final_cells": 217,
        "synthToLayoutAreaGrowth_pct": 22.3,
        "fin_area_um2": 1230,
    },
    "placement": {
        "place_congestion": 0.756,
        "dp.cells": 213,
        "io_buffers": 1,
        "dpl-instance-area_um2": 1190,
        "hpwl_um": 937,
    },
    "floorplanning": {
        "die_h_um": 122,
        "coreArea_um2": 10200,
        "dieArea_um2": 14900,
        "die_w_um": 122,
        "rows": 37,
        "initCoreUtil_pct": 9.87,
        "pin_count": 2,
    },
    "job": {
        "tool_warnings": 25,
        "max_cap_viol_count": 0,
    },
}
sequential cells by signal, indices dropped and copies added (netlist names):
name / flops
Cont: 20
oRESET: 1
Yosys cell counts:
cell type,count
and3_1,2
and3_2,1
dfxtp_1,1
edfxtp_1,20
ha_1,1
inv_1,5
nand2_1,6
nand3_1,8
nand3_2,1
nand4_1,3
nand4_4,1
nor2_1,4
nor3_1,3
nor3_4,1
nor4_4,1
xnor2_1,13
xor2_1,5
layout make-up:
type                            count  area (um^2)
Clock buffer                        4         45.0
Multi-Input combinational cell     50          370
Sequential cell                    21          621
Tap cell                          136          170
Timing Repair Buffer                1         10.0
Inverter                            5         18.8
Fill cell                        1124         9000
layout by cell type (no fill, tap or decap):
| cell type | Yosys | routed |
|---|---|---|
| xnor2_1 | 13 | 13 |
| inv_1 | 5 | 5 |
| and3_2 | 1 | 1 |
| nand3_2 | 1 | 1 |
| clkbuf_1 | 0 | 1 |
| nor2_1 | 4 | 4 |
| xor2_1 | 5 | 5 |
| nand4_1 | 3 | 3 |
| nor3_4 | 1 | 1 |
| nand3_1 | 8 | 8 |
| edfxtp_1 | 20 | 20 |
| nor3_1 | 3 | 3 |
| nor4_4 | 1 | 1 |
| and3_1 | 2 | 2 |
| ha_1 | 1 | 1 |
| nand2_1 | 6 | 6 |
| clkbuf_8 | 0 | 3 |
| dfxtp_1 | 1 | 1 |
| nand4_4 | 1 | 1 |
| clkdlybuf4s50_1 | 0 | 1 |
cell families (layout without fill, tap and decap cells):
| kind of cell | Yosys count | count (layout) | synth area share (%) |
|---|---|---|---|
| and+or+nand+nor | 31 | 31 | 19.8 |
| buffers and inverters | 5 | 10 | 1.86 |
| DFF | 21 | 21 | 61.5 |
| xor gates and xnor gates | 18 | 18 | 15.6 |
| adders and majority gates | 1 | 1 | 1.24 |
worst paths after layout:
path                                from       to
worst max-delay path              oRESET   oRESET
worst min-delay path            Cont[19]   oRESET
worst max register to register   Cont[0]  Cont[2]
worst min register to register  Cont[19]   oRESET
routing by layer:
metal	part of all wire (%)	track usage, %
met5	0	0
met4	1.6	0.596
met3	3.4	0.282
met2	43	2.62
met1	52	2.55
power groups by stage:
| stage | clock network, mW | registers [mW] | logic (mW) |
|---|---|---|---|
| final | 0.0831 | 0.150 | 0.000000125 |
| after global routing | 0.0918 | 0.150 | 0.000000125 |
| after CTS | 0.0870 | 0.150 | 0.000000125 |
through the flow:
stage	utilization (%)	worst slack, ns
2_1_floorplan	-	4.45
3_3_place_gp	11.6	4.28
3_5_place_dp	11.6	4.22
4_1_cts	12.1	4.01
5_1_grt	12.1	4.00
6_report	12.1	4.03
Power figures rest on the tool's default switching activity, not on a simulated workload.
